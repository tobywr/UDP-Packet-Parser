### flow/run.sh
#!/bin/bash
# OpenROAD 26Q1-2900-gdf79404cd8, Yosys 0.63+post, stock flow scripts
make -C /OpenROAD-flow-scripts/flow DESIGN_CONFIG=/design/flow/config.mk WORK_HOME=/design/flow/orfs finish
### flow/config.mk
export PLATFORM = sky130hd
export DESIGN_NAME = cycle_counter
export DESIGN_NICKNAME = cycle_counter
export VERILOG_FILES = /design/flow/design.v
export SDC_FILE = /design/flow/constraint.sdc
export NUM_CORES = 4
export LEC_CHECK = 1
export CORE_UTILIZATION = 30
### flow/constraint.sdc
current_design cycle_counter

set clk_period 3.6
set clk_io_pct 0.2

create_clock -name clk0 -period $clk_period [get_ports {clk}]

set non_clock_inputs [all_inputs -no_clocks]
set_input_delay [expr $clk_period * $clk_io_pct] -clock clk0 $non_clock_inputs
set_output_delay [expr $clk_period * $clk_io_pct] -clock clk0 [all_outputs]
### flow/design.v
`timescale 1ns / 1ps
module cycle_counter (
    input logic clk,
    input logic rst_n,
    input logic start_counter,
    input logic stop_counter,
    output logic [15:0] cycle_count,
    output logic is_counting
);
  logic [15:0] current_count_reg;
  logic        is_counting_reg;
  assign is_counting = is_counting_reg;
  always_ff @(posedge clk or negedge rst_n) begin
    if (!rst_n) begin
      is_counting_reg <= 1'b0;
    end else if (start_counter) begin
      is_counting_reg <= 1'b1;
    end else if (stop_counter) begin
      is_counting_reg <= 1'b0;
    end
  end
  always_ff @(posedge clk or negedge rst_n) begin
    if (!rst_n) begin
      current_count_reg <= 16'd0;
    end else if (start_counter) begin
      current_count_reg <= 16'd1;   
    end else if (is_counting_reg) begin
      current_count_reg <= current_count_reg + 1;
    end
  end
  always_ff @(posedge clk or negedge rst_n) begin
    if (!rst_n) begin
      cycle_count <= 16'd0;
    end else if (stop_counter) begin
      cycle_count <= current_count_reg;
    end
  end
endmodule
==> impl_metrics.yaml <==
# generated from flow reports
sta:
  slew_violations: 0
  fmax_mhz: 407
  period_needed_ns: 2.46
  timing.final.hold_violations: 0
  rsz0062_at_grt: "false"
  clock_skew_ns: 0.00504
  setup_violations: 0
  setup_tns_ns: 0
  period_used_share: 0.683
  worst_pin_slew_ns: 0.829
  relSlewSlack: 0.445
worst_setup_path:
  required_ns: 3.77
  cp-end-kind: "flip-flop"
  r2r_cells: 5
  cp-start-kind: "input port"
  crit_arrival_ns: 2.63
  critPathMaxFanout: 20
  worstSetupPathType: "in2reg"
synthesis:
  top_area_frac: 0.555
  ff_type: "dfrtp_1"
  mux_share: 0.135
  topCellsByArea: "dfrtp_1 56%, mux2_2 12%, xnor2_1 5.9%, nor2_1 3.3%, o2111ai_4 1.8%"
  ys_sh_simple: 0.142
  ys_sh_adder: 0.00841
  synthDistinctLibCells: 30
  post-synth-top-count-cell: "dfrtp_1"
  ys_cells: 118
  ys_seq_frac: 0.555
  syn_area_per_cell_um2: 12.6
  syn-instance-count: 118
  synthArstFlopShare: 1.00
  yosysTopAreaCell: "dfrtp_1"
  synthTopLogicFamily: "simple AND/OR/NAND/NOR gates"
  ys.flops: 33
  synthTopCellsByCount: "33 x dfrtp_1, 16 x mux2_2, 13 x nor2_1, 10 x xnor2_1, 6 x inv_1"
  ys_sh_xor: 0.0648
  yosysChipArea_um2: 1490
  syn-cell-area_um2: 1490
  ys_sh_aoi: 0.0597
  yosysWarnings: 1
  synth-edff-count: 0
placement:
  postPlaceCellArea_um2: 1750
  dp_hpwl_um: 1730
  io_buffers: 20
  gp_congestion: 0.738
  dp_cells: 201
clocking:
  root_buffer: "clkbuf_8"
  cts_hold_buffers: 0
  clkTransAtPathRegs_ns: 0.06
  clockBufferDepth: 2
  cts_tree: "done"
  cts_buffers: 5
  insertion_delay_ns: 0.28
  htree_levels: 2
  cts_resized: 0
  postCtsSetupBuffers: 0
  clock-sinks: 33
floorplan:
  ioPinCount: 21
  fp_util: 0.313
  die_x_um: 72.4
  core-area_um2: 4750
  die_h_um: 72.4
  die-area_um2: 5240
  fp-row-count: 25
global_route:
  track_usage: 0.112
  grt_start_max_net_pins: 34
  grt_pass1_vias: 966
  overflow: 0
  antenna_found_initial: 0
  grt_first_pass_wirelength_um: 4460
final_layout:
  regArea_um2: 826
  finalInstanceArea_um2: 1830
  layout-drive-gt1-share: 0.218
  nFillCells: 461
  area_growth_pct: 23.0
  final_cells: 209
  logic_area_um2: 611
route:
  detail_route.first_pass.iterations: 4
  route.detailed.wl_per_inst_um: 12.3
  insertedDiodeCount: 0
  via_per_inst: 4.56
  drcViolationCount: 0
  drtIter0Drc: 52
  ant_nets: 0
  wirelength_um: 2570
  vias: 952
run:
  tool_warnings: 25
  cap_violations: 0
power:
  powerDensity_nw_per_um2: 392
  p_leak_nw: 0.769
  ir_worst_vdd_mv: 0.209
hold_path:
  hold_path.class: "reg2reg"
  worstHoldPathCells: 1
run_status:
  status: "completed"
==> power breakdown <==
part	internal (mW)	leakage, nW	switching (mW)
combinational	0.0312	0.281	0.0259
clock	0.137	0.0395	0.125
sequential	0.383	0.448	0.0154
total	0.551	0.769	0.166
==> cell type report <==
type / count / share of cell area
clock buffers: 8 / 0.0437
inverters: 6 / 0.0123
multi-input cells: 74 / 0.334
flip-flops and latches: 33 / 0.451
well taps: 67 / 0.0458
repair buffers: 21 / 0.113
==> cells in the final DEF (no fill, tap or decap) <==
cell type,synthesis,routed
nor2_4,1,1
o21ai_0,2,2
o2111ai_4,1,1
nand4_1,1,1
nand4_4,1,1
inv_1,6,6
buf_4,0,1
or3_1,2,2
a21o_1,1,1
xnor2_1,10,10
mux2i_1,1,1
nand3_1,4,4
nor2b_1,1,1
nand4_2,1,1
nand2b_1,1,1
ha_1,1,1
a21o_2,1,1
mux2_2,16,16
nor3_1,4,4
clkdlybuf4s50_1,0,20
clkbuf_1,2,3
a21oi_1,3,3
nor4_2,2,2
mux2_1,1,1
nor2_1,13,13
o211ai_4,1,1
clkbuf_8,0,5
xor2_1,1,1
nor3_2,1,1
nand2_1,3,3
dfrtp_1,33,33
==> cell families (layout without fill, tap and decap cells) <==
group / count (synthesis) / after routing
AND/OR/NAND/NOR: 35 / 35
flip-flops: 33 / 33
multiplexers: 18 / 18
XOR/XNOR: 11 / 11
buffers and inverters: 11 / 35
AND-OR/OR-AND: 9 / 9
adder cells (fa/ha/maj): 1 / 1
==> critical path, cell delays in order <==
cell and delay (ns):
clkdlybuf4s50_1 1.01, o2111ai_4 0.26, nor2_4 0.18, nand4_1 0.12
mux2_1 0.32
==> per-layer routing <==
layer / part of all wire / vias up / track usage
li1: - / 450 / -
met1: 0.48 / 468 / 0.158
met2: 0.43 / 25 / 0.171
met3: 0.053 / 9 / 0.0352
met4: 0.033 / 0 / 0.0327
met5: 0 / - / 0
==> metrics by stage <==
step                      utilization  hold slack (ns)  power [mW]  worst slack (ns)
after detailed placement        0.368            0.495       0.462             0.827
after global placement          0.368            0.491       0.461             0.920
after floorplan                     -            0.424       0.432              1.90
final                           0.385            0.506       0.717              1.14
after global routing            0.385            0.526       0.746              1.02
after CTS                       0.385            0.509       0.724              1.13
==> path summary, 6_finish.rpt <==
check                                           from               endpoint  slack, ns
worst max-delay path                   start_counter  current_count_reg[15]       1.14
worst min-delay path                 cycle_count[10]        cycle_count[10]       0.51
worst max register to register  current_count_reg[0]  current_count_reg[12]       2.07
worst min register to register       cycle_count[10]        cycle_count[10]       0.51
max in group asynchronous                      rst_n  current_count_reg[11]       2.46
min in group asynchronous                      rst_n   current_count_reg[9]       0.84
Power is estimated from default activity; no workload was simulated.
